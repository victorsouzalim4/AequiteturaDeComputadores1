## design.v

```verilog
module meioSubtrator(output dif, output emprestaSaida, input a, input b);
    xor (dif, a, b);
    and (emprestaSaida, ~a, b);
endmodule
module subtratorCompleto(output dif, output emprestaSaida, input a, input b, input emprestaEntrada);
    wire dif_meio, empresta_meio1, empresta_meio2;
    meioSubtrator MS1(dif_meio, empresta_meio1, a, b);
    meioSubtrator MS2(dif, empresta_meio2, dif_meio, emprestaEntrada);
    or (emprestaSaida, empresta_meio1, empresta_meio2);
endmodule
module UnidadeAritmeticaSub(output [5:0] dif, output emprestaFinal, input [5:0] a, input [5:0] b, input emprestaInicial);
    wire [5:0] empresta;
    subtratorCompleto SC0(dif[0], empresta[0], a[0], b[0], emprestaInicial);
    subtratorCompleto SC1(dif[1], empresta[1], a[1], b[1], empresta[0]);
    subtratorCompleto SC2(dif[2], empresta[2], a[2], b[2], empresta[1]);
    subtratorCompleto SC3(dif[3], empresta[3], a[3], b[3], empresta[2]);
    subtratorCompleto SC4(dif[4], empresta[4], a[4], b[4], empresta[3]);
    subtratorCompleto SC5(dif[5], emprestaFinal, a[5], b[5], empresta[4]);
endmodule
module testeUnidadeAritmeticaSub;
    reg [5:0] x, y;
    wire [5:0] resultado;
    wire emprestaSaida;
    UnidadeAritmeticaSub UA(resultado, emprestaSaida, x, y, 1'b0);
    initial begin
        $display("Guia_0802 - André Luiz Rocha Cabral - 82007");
        $display("Teste da AU de 6 bits com subtrator completo");
        x = 6'b100010;  
        y = 6'b011101;  
        #10;  
        $display("x = %b, y = %b, dif = %b, emprestaSaida = %b", x, y, resultado, emprestaSaida);
    end
endmodule
```

## run.sh

```bash
#!/bin/bash
# OpenROAD 26Q1-2900-gdf79404cd8, Yosys 0.63+post, stock flow scripts
make -C /OpenROAD-flow-scripts/flow DESIGN_CONFIG=/design/flow/config.mk WORK_HOME=/design/flow/orfs finish
```

## config.mk

```make
export PLATFORM = sky130hd
export DESIGN_NAME = UnidadeAritmeticaSub
export DESIGN_NICKNAME = UnidadeAritmeticaSub
export VERILOG_FILES = /design/flow/design.v
export SDC_FILE = /design/flow/constraint.sdc
export NUM_CORES = 4
export LEC_CHECK = 1
export CORE_AREA = 10 10 70 70
export DIE_AREA = 0 0 80 80
```

## constraint.sdc

```tcl
current_design UnidadeAritmeticaSub

set clk_period 4.6
set clk_io_pct 0.2

create_clock -name clk0 -period $clk_period

set non_clock_inputs [all_inputs -no_clocks]
set_input_delay [expr $clk_period * $clk_io_pct] -clock clk0 $non_clock_inputs
set_output_delay [expr $clk_period * $clk_io_pct] -clock clk0 [all_outputs]
```

==> impl_metrics.ini <==
; generated from flow reports
[synth]
yosysWarningCount = 0
avgSynthCellArea_um2 = 8.37
yosys_cells = 26
synth_cell_type_count = 3
synth_area_um2 = 218
ys_area_um2 = 218
synth_cells = 26
ys_seq_share = 0

[clock_network]
cts_setup_buffers = 0
cts_hold_buffers = 0

[pwr]
finalPower_w = 0.0000446
comb_power_share = 1.000
p_leak_nw = 0.193
ir_worst_vdd_v = 0.0000349
switching_share = 0.300
power.switching_w = 0.0000134
cellPowerDensity_nw_per_um2 = 102
intPower_w = 0.0000312
power_frac_seq = 0
clkPwrFrac = 0

[worst_hold_path]
min_to = dif[5]
min_path_type = in -> out
hold_depth = 4
min_from = b[5]

[grt]
antenna_found_initial = 0
grt_pass1_wl_um = 979
grt_pass1_vias = 229
grt-ovfl-total = 0
grt_usage = 0.0189
grt_max_degree = 2

[setup_path]
cpPeakStageDelay_ns = 0.56
critPathCaptureType = output pin
crit_top_cell = fa_2
cp.required_ns = 3.68
criticalPathCategory = in -> out
setup.worst_path.start_class = primary input
cp_slowest_cell = fa_2
worst_ep_arrival_time_ns = 3.52
cp_max_fo = 1
crit_chain = dlygate4sd2_1 > inv_2 > fa_2 > inv_2 > fa_2 > fa_2 > fa_2 > fa_2 > inv_1 > clkdlybuf4s50_1

[place]
dp_hpwl_um = 571
numPortBuffers = 20
dpl_cell_area_um2 = 430
place.gp.congestion = 0.757
dp.cells = 86

[drt]
drc_errors = 0
drt-total-wl_um = 569
dr.pass1.iters = 1
antenna_left = 0
wl_per_cell_um = 6.62
vias = 183
viasPerCell = 2.13
antenna_cells = 0
drt_iter0_drc = 0

[final_layout]
logic_area_um2 = 135
clockBufferCount = 0
fillers = 403
area_delta_synth_final_pct = 100
fin_area_um2 = 435
final_cells = 86
ff_count = 0
drive_gt1_frac = 0.275
regArea_um2 = 0

[sta]
worst_slew_margin_rel = 0.933
fin_crit_ns = 4.44
fin_crit_sh = 0.966
setup_viol = 0
whs_ns = 2.60
finalHoldViolCount = 0
worst_slew_pin_slew_ns = 0.100
fin_setup_tns_ns = 0
rsz0062_at_grt = no
fmax_ghz = 0.225
maxSlewViolCount = 0

[floorplanning]
chipArea_um2 = 6400
ios = 20
die_y_um = 80
core_area_um2 = 3420
core.rowCount = 21
die_w_um = 80
initial_core_util = 0.0637

[flow_run]
warnings = 32
drv_cap = 0

[run_status]
outcome = finished, final reports clean
per-layer routing:
metal / GRT usage / part of all wire
met4: 0 / 0
met1: 0.0230 / 0.41
met3: 0.0125 / 0.23
met2: 0.0289 / 0.36
met5: 0 / 0
Yosys cell counts (all sizes together):
library cell   n  area share
buf            6        0.21
fa             6        0.55
inv           14        0.24
kinds of logic after synthesis:
family     after synthesis  share of synthesized area
buf+inv                 20                      0.448
fa+ha+maj                6                      0.552
cell type report:
class,instances,area share
inverters,14,0.121
repair buffers,20,0.437
well taps,46,0.132
multi-input cells,6,0.310
critical path: cells and delay by family:
| kind | cells | cell delay [ns] |
|---|---|---|
| adder cells (fa/ha/maj) | 5 | 1.82 |
| buffers and inverters | 5 | 0.78 |
power by group through the flow:
stage	Clock (W)	Sequential (W)	Combinational [W]
CTS	0	0	0.0000474
global route	0	0	0.0000529
finish	0	0	0.0000446
how the worst max path moves through the flow:
stage                      startpoint  endpoint  slack [ns]  cells after the start
after CTS             emprestaInicial    dif[4]        0.04                     10
final                 emprestaInicial    dif[4]        0.16                     10
after global routing  emprestaInicial    dif[4]        0.02                     10
through the flow:
step           setup WS, ns   util
2_1_floorplan         0.441      -
3_3_place_gp         -0.390  0.126
3_5_place_dp         -0.394  0.126
4_1_cts              0.0366  0.127
5_1_grt              0.0172  0.127
6_report              0.158  0.127
repair_timing:
action	in CTS	in global routing
setup endpoints to repair	3	2
pin swaps	5	2
gates cloned	0	0
gates resized	17	0
cells in the final DEF (no fill, tap or decap):
master / n
inv_1: 10
inv_2: 4
fa_2: 6
dlygate4sd2_1: 4
clkdlybuf4s50_1: 15
buf_2: 1
No activity file was given, so power comes from the tool's default toggle rates.

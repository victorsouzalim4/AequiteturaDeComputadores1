==> ./design.v <==
module halfAdder(output s, output carry, input a, input b);
    xor (s, a, b);
    and (carry, a, b);
endmodule
module fullAdder(output sum, output carryOut, input a, input b, input carryIn);
    wire s_half, carry_half1, carry_half2;
    halfAdder HA1(s_half, carry_half1, a, b);
    halfAdder HA2(sum, carry_half2, s_half, carryIn);
    or (carryOut, carry_half1, carry_half2);
endmodule
module ArithmeticUnit(output [4:0] sum, output finalCarry, input [4:0] a, input [4:0] b, input initialCarry);
    wire [4:0] carry;
    fullAdder FA0(sum[0], carry[0], a[0], b[0], initialCarry);
    fullAdder FA1(sum[1], carry[1], a[1], b[1], carry[0]);
    fullAdder FA2(sum[2], carry[2], a[2], b[2], carry[1]);
    fullAdder FA3(sum[3], carry[3], a[3], b[3], carry[2]);
    fullAdder FA4(sum[4], finalCarry, a[4], b[4], carry[3]);
endmodule
module testArithmeticUnit;
    reg [4:0] x, y;
    wire [4:0] result;
    wire carryOut;
    ArithmeticUnit AU(result, carryOut, x, y, 1'b0);
    initial begin
        $display("Guia_0801 - André Luiz Rocha Cabral - 82007");
        $display("Test AU's 5-bit full adder");
        x = 5'b10010;  
        y = 5'b01101;  
        #10;  
        $display("x = %b, y = %b, sum = %b, carryOut = %b", x, y, result, carryOut);
    end
endmodule
==> ./run.sh <==
#!/bin/bash
# OpenROAD 26Q1-2900-gdf79404cd8, Yosys 0.63+post, stock flow scripts
make -C /OpenROAD-flow-scripts/flow DESIGN_CONFIG=/design/flow/config.mk WORK_HOME=/design/flow/orfs finish
==> ./config.mk <==
export PLATFORM = sky130hd
export DESIGN_NAME = ArithmeticUnit
export DESIGN_NICKNAME = ArithmeticUnit
export VERILOG_FILES = /design/flow/design.v
export SDC_FILE = /design/flow/constraint.sdc
export NUM_CORES = 4
export LEC_CHECK = 1
export CORE_AREA = 10 10 70 70
export DIE_AREA = 0 0 80 80
==> ./constraint.sdc <==
current_design ArithmeticUnit

set clk_period 6.3
set clk_io_pct 0.2

create_clock -name clk0 -period $clk_period

set non_clock_inputs [all_inputs -no_clocks]
set_input_delay [expr $clk_period * $clk_io_pct] -clock clk0 $non_clock_inputs
set_output_delay [expr $clk_period * $clk_io_pct] -clock clk0 [all_outputs]
==> impl_metrics.ini <==
; synthesis and place-and-route metrics
[global_routing]
antenna_found_initial = 0
grt_usage_pct = 1.51
overflow = 0
top_usage_layer = met1
grt_pass1_vias = 141
grt_use_met2_pct = 1.61
grt_max_degree = 2
grt_first_pass_wirelength_um = 724
gr-usage-met1_pct = 2.41
grt_use_met3_pct = 1.02

[critical_path]
crit_type = in2out
crit_path_start = a[0]
cp_max_fo = 1
cp.required_ns = 5.04
startpoint_type = input pin
cp-end-kind = output port
cp.arrival_ns = 4.16

[detailed_routing]
detail_route.wl_per_cell_um = 7.31
drt-initial-drc-count = 0
vias = 145
insertedDiodeCount = 0
avgViaCountPerCell = 1.86
routed_wl_um = 570
ant_nets = 0
firstDrtPassIters = 1
drc = 0

[pwr]
p_total_w = 0.0000288
ir_worst_vdd_mv = 0.0221
p_comb_share_pct = 100.0
internal_power_w = 0.0000203
power_density_nw_per_um2 = 78.8
switchingPower_w = 0.00000848
pwr-share-clk_pct = 0
switching_share_pct = 29.5
seq_power_share_pct = 0
power_leakage_nw = 0.156

[floorplan]
fp.dieW_um = 80
std_cell_rows = 21
fp_util_pct = 5.13
pin_count = 17
dieArea_um2 = 6400
core_um2 = 3420
die_h_um = 80

[final_timing]
totalNegativeSetupSlack_ns = 0
fmax_ghz = 0.184
finalHoldViolCount = 0
final-max-slew-violation-count = 0
min_period_over_period_pct = 86.1
timing.final.ws_setup_ns = 0.879
setup_viol = 0
rsz0062_at_grt = no
max_slew.worst_pin.slew_ns = 0.108
min_period_ns = 5.42
maxSlewHeadroom_pct = 92.8

[synthesis]
synth_top_area_share_pct = 57.1
aoi_share_pct = 0
synthTopCellsByArea = fa_1 57%, buf_4 21%, inv_1 21%
synthDistinctLibCells = 3
simple_gate_share_pct = 0
yosys_warnings = 0
netlist_instances = 20
synthesis.area_um2 = 175
avgSynthCellArea_um2 = 8.76
adder_share_pct = 57.1
ys_sh_xor_pct = 0
synthTopLogicFamily = adder cells
ys_area_um2 = 175
ys_cells = 20
ys_seq_share_pct = 0
mux_area_share_pct = 0
top_area_cell = fa_1

[final_layout]
clock_buffers = 0
flop-count = 0
area_growth_pct = 109
drive_gt1_share_pct = 0
seq_area_um2 = 0
fin_area_um2 = 365
final_util_pct = 10.7

[clock_tree]
cts-hold-fix-buffers = 0
post_cts_buffers = 0
cts_resized = 0

[outcome]
status = complete, no violations

[placement]
io_buffer_count = 17
gp_congestion = 0.850
hpwl_um = 579
place_area_um2 = 365
place_ws_ns = 0.857

[job]
maxCapViolations = 0
warning_count = 32

[worst_hold_path]
min_from = b[0]
hold_path.class = in2out
logic make-up (layout without fill, tap and decap cells):
family	Yosys count	count (layout)
buf+inv	15	27
fa+ha+maj	5	5
layout by cell type (no fill, tap or decap), drive strengths merged:
cell,count
inv,10
clkdlybuf4s50,17
fa,5
final timing paths:
| kind | to | slack, ns | cells past startpoint |
|---|---|---|---|
| setup / recovery | sum[4] | 0.88 | 11 |
| hold / removal | sum[0] | 3.57 | 5 |
worst max-delay path, stage by stage:
cell and delay (ns):
clkdlybuf4s50_1 0.39, inv_1 0.07, fa_1 0.16, inv_1 0.05
fa_1 0.39, fa_1 0.42, fa_1 0.37, inv_1 0.08
fa_1 0.41, inv_1 0.06, clkdlybuf4s50_1 0.50
area by class of cell:
type | count | area (um2)
fillers | 401 | 3050
repair buffers | 17 | 170
multi-input cells | 5 | 100
well taps | 46 | 57.6
inverters | 10 | 37.5
per-layer routing:
metal / vias up / routed length [um]
li1: 69 / -
met1: 61 / 284
met2: 15 / 165
met3: 0 / 120
met4: 0 / 0
met5: - / 0
Yosys cell counts:
cell type / instances
inv_1: 10
buf_4: 5
fa_1: 5
power groups by stage:
stage         sequential, W  combinational (W)  clock [W]
CTS                       0          0.0000295          0
global route              0          0.0000317          0
finish                    0          0.0000288          0
through the flow:
stage	instances	hold WS [ns]
after floorplan	20	2.74
after global placement	78	3.57
after detailed placement	78	3.58
after CTS	78	3.58
after global routing	78	3.62
final	78	3.57
Power is estimated from default activity; no workload was simulated.
